`/design/flow/config.mk`:
```
export PLATFORM = sky130hd
export DESIGN_NAME = reg_file
export DESIGN_NICKNAME = reg_file
export VERILOG_FILES = /design/flow/design.v
export SDC_FILE = /design/flow/constraint.sdc
export NUM_CORES = 4
export LEC_CHECK = 1
export CORE_UTILIZATION = 50
```
`/design/flow/constraint.sdc`:
```
current_design reg_file

set clk_period 2.6
set clk_io_pct 0.2

create_clock -name clk0 -period $clk_period [get_ports {CLK}]

set non_clock_inputs [all_inputs -no_clocks]
set_input_delay [expr $clk_period * $clk_io_pct] -clock clk0 $non_clock_inputs
set_output_delay [expr $clk_period * $clk_io_pct] -clock clk0 [all_outputs]
```
`/design/flow/design.v`:
```
module reg_file #(parameter W=8, D=4)(		  
  input           CLK,
                  write_en,
  input [12:0]	 PC,
  input  [ D-1:0] raddrA,
                  raddrB,
                  waddr,
  input  [ W-1:0] data_in,
  input [8:0] inst_in,
  output [ W-1:0] data_outA,
  output logic [W-1:0] data_outB,
  output logic [7:0] read_inst
    );
logic [W-1:0] registers[2**D];	   
assign data_outA = (raddrA && (PC%2==1)) ? registers[raddrA] : '0;	  
assign data_outB = (raddrB && (PC%2==1)) ? registers[raddrB] : '0;                
assign read_inst = registers[14];
always_ff @ (posedge CLK) begin
  if (write_en && waddr && (PC%2==1))	                              
    registers[waddr] <= data_in;
  if (PC%2==0)
	registers[14]  <= inst_in[7:0];
end
endmodule
```
`/design/flow/run.sh`:
```
#!/bin/bash
# OpenROAD 26Q1-2900-gdf79404cd8, Yosys 0.63+post, stock flow scripts
make -C /OpenROAD-flow-scripts/flow DESIGN_CONFIG=/design/flow/config.mk WORK_HOME=/design/flow/orfs finish
```
==> CHANGELOG.md <==
### Metrics

* Cell taking the most area after synthesis: edfxtp_1
* TritonCTS clock tree: done
* Most numerous logic cells after layout: edfxtp_1, buf_4, mux4_2
* WP data required at 2.08 ns
* Outcome: complete, no violations
* Chip Area at 12,200 um2
* Worst VDD drop at 0.000606 V
* Yosys stat chip area at 5880 um2
* Layout cells sized above 1 at 44.3%
* Flop area at 3600 um2
* Rel. slew slack at 78.2%
* Final hold violation count at 0
* Core Util, Final at 70.2%
* Diode count at 0
* Top cell type's share of synthesized area at 61.3%
* Largest net degree at the start of global routing at 19
* PortBufs at 54
* Met2 usage at 42.4%
* #FFs+latches synth at 120
* H-tree Lvls at 4
* Share of the yosys chip area belonging to registers at 61.3%
* Most flop-heavy register: registers
* Number of synthesis warnings at 1
* DRC violation count after routing at 0
* Mean number of vias per cell at 6.18
* Mapped Cells at 341
* Routed Antenna Nets at 0
* Initial antenna violation count at 0
* Crit path arrival time at 2.02 ns
* GRT busiest layer: met2
* Fin crit share at 97.5%
* M1 GR Usage at 42.1%
* Gr usage total at 29.8%
* Worst-path clk slew at 0.06 ns
* Met3 Use GR at 20.0%
* Area delta synth->final at 36.3%
* Vias in the first global route at 4,278
* Cell area after synthesis at 5880 um2
* DR WL/cell at 25.1 um
* First-pass GRT wire length at 23.8 mm
* Fill cells at 753
* LEAKAGE at 2.84 nW
* Dominant logic cell type in the layout: edfxtp_1
* Setup violators final at 0
* Num rows at 39
* Crit start category: input port
* Fin crit period at 2.54 ns
* Final TNS setup at 0 ns
* Synth cell types at 28
* Hold depth at 4
* Avg Cell Area, Syn at 17.2 um2
* Total grt overflow at 0
* FFs w/ async S/R, synth at 0%
* Highest clock rate at 0.394 GHz
* Vias after detailed routing at 3,810
* RSZ-0062 raised after global routing: no
* Clock Tree Buf Depth at 2
* Hold Buf Count CTS at 0
* Max reg flops at 120
* Top cells by area: edfxtp_1, mux4_2, mux2i_1
* CTS Root Cell: clkbuf_16
* PD cells at 617 nW/um2
* Initial core utilization at 51.5%
* # Cells Yosys at 341
* Final std cells w/o fill at 617
* Max cap viols at 0
* Top FF cell, synth: edfxtp_1
* Hpwl dp at 10.2 mm
* Logic area at 2320 um2
* Top flop regs: registers x120
* Iter 0 DRT Violations at 200
* Final wirelength at 15.5 mm
* CP max FO at 4
* DIE HEIGHT at 110 um
* Number of enable flip-flop cells at 120
* Crit. End Element: output pin
* Die X at 110 um
* Dpl cells at 562
* Worst slew pin tran at 0.326 ns
* Crit Path Class: in2out
* Fin Hold WS at 0.809 ns
* Core ar. at 11,400 um2
* Drt pass-1 iters at 4
* Worst Hold Class: in2reg
* Routability cong. at 0.933
* # IOs at 68
* CTS buffer count at 17
* Clock sink count at 120
* Final tally of max-slew violations at 0
* Log Warnings at 38
stage by stage:
step	power (mW)	setup slack, ns	instance area, um2
final	4.94	0.0638	8010
after global placement	2.77	-0.719	6880
after global routing	5.11	0.00219	8010
after detailed placement	2.77	-0.753	6880
after floorplan	2.51	0.541	5880
after CTS	4.96	0.000626	7880
power by group:
group	switching [mW]	internal [mW]
Sequential	0.0193	2.18
Combinational	0.283	0.356
Clock	0.869	1.23
Yosys cell counts, types with 3 or more instances:
library cell,count
nand2_1,7
clkbuf_1,6
nor3_1,3
mux4_2,40
buf_6,6
buf_1,3
nand4_1,4
a22o_1,8
a221oi_1,7
nor2b_1,10
mux2_2,20
mux2i_1,25
a32oi_1,8
a22oi_1,16
nor2_1,14
o32ai_1,7
buf_2,9
mux2_1,3
and2_1,3
o21ai_1,8
edfxtp_1,120
buf_4,5
nand2b_1,3
path summary, 6_finish.rpt:
kind                  startpoint                          to  slack (ns)
worst max-delay path   raddrA[1]                data_outA[5]        0.06
worst min-delay path       PC[0]  registers[14][4]$_DFFE_PP_        0.81
logic make-up after synthesis:
| group | count (synthesis) | synth area share, % |
|---|---|---|
| flops | 120 | 61.3 |
| mux | 88 | 24.0 |
| compound gates | 55 | 7.28 |
| simple gates | 48 | 4.26 |
| buf+inv | 30 | 3.19 |
what timing repair did:
item / CTS / global route
setup endpoints to repair: 16 / 10
resized: 84 / 26
setup buffers: 11 / 8
pin swaps: 14 / 10
gates cloned: 5 / 0
cell type report:
cell class / count / share of cell area, %
Clock buffer: 17 / 5.31
Clock inverter: 15 / 1.53
Inverter: 1 / 0.0468
Multi-Input combinational cell: 191 / 28.9
Sequential cell: 120 / 45.0
Tap cell: 143 / 2.23
Timing Repair Buffer: 130 / 17.0
layer usage:
layer  wire (um)  share of wire (%)
met1        5750                 37
met2        7320                 47
met3        2090                 14
met4         316                2.0
met5           0                  0
critical path, stage by stage:
cell and delay (ns):
buf_8 0.12, buf_6 0.12, buf_4 0.15, mux4_2 0.51, mux2i_2 0.22, o32ai_1 0.12, dlygate4sd2_1 0.24
Power is estimated from default activity; no workload was simulated.
