## flow/run.sh

```bash
#!/bin/bash
# OpenROAD 26Q1-2900-gdf79404cd8, Yosys 0.63+post, stock flow scripts
make -C /OpenROAD-flow-scripts/flow DESIGN_CONFIG=/design/flow/config.mk WORK_HOME=/design/flow/orfs finish
```

## flow/config.mk

```make
export PLATFORM = sky130hd
export DESIGN_NAME = PC
export DESIGN_NICKNAME = PC
export VERILOG_FILES = /design/flow/design.v
export SDC_FILE = /design/flow/constraint.sdc
export NUM_CORES = 4
export LEC_CHECK = 1
export CORE_AREA = 10 10 109 109
export DIE_AREA = 0 0 119 119
```

## flow/constraint.sdc

```tcl
current_design PC

set clk_period 2.3
set clk_io_pct 0.2

create_clock -name clk0 -period $clk_period [get_ports {CLK}]

set non_clock_inputs [all_inputs -no_clocks]
set_input_delay [expr $clk_period * $clk_io_pct] -clock clk0 $non_clock_inputs
set_output_delay [expr $clk_period * $clk_io_pct] -clock clk0 [all_outputs]
```

## flow/design.v

```verilog
import definitions::*;			   
module PC(
  input init,
        jump_en,		 
		BEQ,
		BGT,
		CLK,
    input [1:0] prog_state,
	input [3:0] OP,
	input [3:0] instr1,
	input [8:0] instr2,
  output logic halt,
  output logic[ 12:0] PC);
always @(posedge CLK) begin
  if(init) begin
		halt <= 0;
		if(prog_state==0)
		   PC<=0;
		else if(prog_state ==1)
		   PC<= 174;
		else if(prog_state ==2)
		   PC<= 336;
  end
	else if(PC == 173 || PC  == 335 || PC ==461) 
		halt <= 1;
	else if(PC % 2 == 0)
		PC <=PC+1;
	else if(jump_en) begin
			PC <= {instr1,instr2}+2;
	end
	else if(OP == kbeq) begin
			PC <= BEQ ? {instr1,instr2}+2 : PC+1;
	end
	else if(OP == kbne) begin
			PC <= BEQ ? PC+1 : {instr1,instr2}+2;
	end
	else if(OP == kbgt) begin
			PC <= BGT ? {instr1,instr2}+2 : PC+1;
	end
	else if(OP == kbge) begin
			PC <= (BGT || BEQ) ? {instr1,instr2}+2 : PC+1;
	end
	else if(OP == kblt) begin
			PC <= (BGT || BEQ) ? PC+1 : {instr1,instr2}+2;
	end
	else if(OP == kble) begin
			PC <= BGT ? PC+1 : {instr1,instr2}+2;
	end
	else
		PC <= PC+1;
end 
endmodule
```

==> Slide: Implementation Results <==
Flow Results at a Glance

Worst setup path
  – Origin of the worst setup path: PC[4]
  – Reg2reg start: PC[4]
  – Crit-path max FO: 11
  – Crit Path Class: register to register
  – CP arrival: around 2000 ps
  – R2R setup slack: about 340 ps
  – CP Launch Type: register
  – CP required: about 2300 ps
  – Reg2Reg Depth: 5
  – Worst Setup End Kind: register

Route
  – Routed Antenna Nets: 0
  – DRT iter0 DRCs: around 43
  – Initial DRT Pass Iterations: 6
  – ANT cells: 0
  – Via/cell ratio: 3.57
  – Via count: roughly 1100
  – Routed WL: around 3500 µm
  – Routed len/inst: around 12 µm
  – # DRC: 0

Logic synthesis
  – Yosys Instances: 126
  – Post-synth EDFFs: 13
  – Post-synthesis sequential area ratio: about a third
  – Area leader share: roughly a third
  – Yosys Warn Count: 14
  – Avg Cell Area, Syn: about 9.3 µm²
  – Synthesized area: between 0.001 and 0.0015 mm²
  – Post-Syn Instances: approximately 130
  – Async S/R FF share, synth: 0%
  – Unique cell types: 34
  – Post-synth area hogs: edfxtp_1 (33%), xnor2_1 (7.5%), xor2_1 (6.7%)
  – Commonest flop: edfxtp_1
  – Leading area contributor after synthesis: edfxtp_1
  – Chip Area, Yosys: 0.00117 mm²
  – Synthesized registers: 14

Flow run
  – Max-cap violations: 0
  – Tool warnings: 30

Layout
  – Post-route cell area: between 0.0015 and 0.002 mm²
  – Share of cells above drive strength 1: under 10%
  – Area growth, synth to finish: 49.6%
  – Filler instances: ~1100

Global routing
  – First-pass GRT wire length: ~5400 µm
  – Initial antenna violation count: 0
  – GRT Total Usage: 4.66%
  – Largest net degree at the start of global routing: 12
  – Vias in the first global route: between 1000 and 1500
  – Global route overflow: 0

Clock tree
  – Setup Fix Bufs, Post-CTS: 0
  – CTS Buf Count: 3
  – CTS tree: done
  – Root buffer cell: clkbuf_8
  – H-tree depth: 1
  – Post-cts gate resize count: 0
  – Deepest clock path buffer count: 2
  – Clk latency late pin: about 240 ps
  – Hold buffer count at CTS: 0
  – Clock-pin slew on the worst setup and hold paths: ~50 ps
  – Clk sinks: 14

Timing
  – Fmax: around 510 MHz
  – Max Slew Vio Count: 0
  – Final hold vios: 0
  – Min cycle time layout: around 2000 ps
  – Clk_skew: 0.773 ps
  – # setup viols final: 0
  – RSZ-0062 raised after global routing: false
  – Rel. slew slack: just under 70%
  – Slew @ Worst Pin: about 460 ps
  – Final worst-path cycle share: approximately 85%
  – Setup TNS Final: 0 ps

Min path
  – Critical hold path startpoint: halt
  – WHS Path Cells: 1
  – Hold Path Class: register to register

Placed design
  – Dpl cell area: ~0.0017 mm²
  – Routability Congestion: approximately 0.77
  – HPWL Detailed: 3010 µm
  – Port bufs: 35

Die
  – Chip area: ~0.014 mm²
  – Fp_density: between 10% and 20%
  – Die height: 119 µm
  – Core Footprint: ~0.0096 mm²
  – Cell Rows: 36
  – Die Width: around 120 µm
  – IO Pins: 38

Power
  – VDD IR max: between 100 and 150 µV
  – Leak: 0.000608 µW
  – Power Density: about 480 mW/mm²

Run status
  – Status: finished clean
==> worst paths after layout <==
path	endpoint
worst max register to register	PC[10]
worst min-delay path	halt
worst max-delay path	PC[10]
worst min register to register	halt
==> registers in the layout, summed over array words and instances, names as in the netlist, named ones only <==
| name | flops |
|---|---|
| PC | 12 |
| halt | 1 |
==> report_power, final <==
| part | internal (µW) | switching [µW] |
|---|---|---|
| clock network | 122 | 77.5 |
| logic | 161 | 104 |
| registers | 326 | 53.6 |
| total | 609 | 235 |
==> Yosys cell counts (2+ instances only) <==
library cell and count:
nand4_1 4, o21ai_0 9, xnor2_1 10, o22ai_1 3, nor3_1 5, and3_1 2, and2_1 2, a21oi_1 5
ha_1 6, xor2_1 9, mux2i_1 4, inv_1 6, o221ai_1 3, nor2_1 5, edfxtp_1 13, buf_2 3
nand2_1 9, or3_1 2, nand3_1 11
==> logic make-up after synthesis <==
kind of cell    share of synthesized area [%]
compound gates                           13.2
xor+xnor                                 14.2
fa+ha+maj                                6.41
buf+inv                                  3.52
flops                                    35.0
mux                                      4.38
simple gates                             23.2
==> critical path, cell delays in order (launching register included) <==
cell and delay, ps:
edfxtp_1 460, or4_1 560, nor3_1 190, and3_2 240
a21oi_1 70, buf_4 190
==> per-stage QoR <==
| step | utilization [%] | std cells | total power [µW] | setup slack, ps | hold slack [ps] |
|---|---|---|---|---|---|
| final | 18.2 | 299 | 845 | 338 | 462 |
| after global routing | 18.2 | 299 | 901 | 226 | 503 |
| after CTS | 18.2 | 299 | 852 | 317 | 466 |
| after detailed placement | 17.7 | 295 | 653 | 113 | 454 |
| after global placement | 17.7 | 295 | 652 | 115 | 450 |
| after floorplan | - | 126 | 486 | 70.1 | 411 |
==> cell type report <==
| cell class | count | area, µm² | area share [%] |
|---|---|---|---|
| Sequential cell | 14 | 410 | 23.4 |
| Inverter | 6 | 22.5 | 1.29 |
| Timing Repair Buffer | 40 | 388 | 22.1 |
| Tap cell | 133 | 166 | 9.50 |
| Clock buffer | 4 | 45.0 | 2.57 |
| Multi-Input combinational cell | 102 | 719 | 41.1 |
==> cell usage in the layout, fill, tap and decap left out, types with 3 or more instances in the layout <==
| cell type | n |
|---|---|
| ha_1 | 6 |
| a21oi_1 | 5 |
| o22ai_1 | 3 |
| xnor2_1 | 10 |
| mux2i_1 | 4 |
| clkbuf_8 | 3 |
| buf_4 | 5 |
| nand4_1 | 4 |
| o221ai_1 | 3 |
| clkdlybuf4s50_1 | 35 |
| nand2_1 | 9 |
| nor2_1 | 5 |
| nor3_1 | 5 |
| edfxtp_1 | 13 |
| nand3_1 | 11 |
| o21ai_0 | 9 |
| inv_1 | 6 |
| xor2_1 | 9 |
==> metal layers <==
metal,global-route usage [%],vias to the layer above,share of wire [%]
met2,8.64,26,51
li1,-,549,-
met1,5.33,490,42
met4,0.916,0,1.6
met5,0,-,0
met3,1.06,2,5.8
Power is estimated from default activity; no workload was simulated.
