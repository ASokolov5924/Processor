==> design/flow/config.mk <==
export PLATFORM = sky130hd
export DESIGN_NAME = data_mem
export DESIGN_NICKNAME = data_mem
export VERILOG_FILES = /design/flow/design.v
export SDC_FILE = /design/flow/constraint.sdc
export NUM_CORES = 4
export LEC_CHECK = 1
export CORE_UTILIZATION = 40
==> design/flow/constraint.sdc <==
current_design data_mem

set clk_period 12.6
set clk_io_pct 0.2

create_clock -name clk0 -period $clk_period [get_ports {CLK}]

set non_clock_inputs [all_inputs -no_clocks]
set_input_delay [expr $clk_period * $clk_io_pct] -clock clk0 $non_clock_inputs
set_output_delay [expr $clk_period * $clk_io_pct] -clock clk0 [all_outputs]
==> design/flow/design.v <==
module data_mem(
  input              CLK,
  input [7:0]        DataAddress,
  input              ReadMem,
  input              WriteMem,
  input [7:0]        DataIn,
  input [12:0] PC,
  output logic[7:0]  DataOut);
  logic [7:0] core[256];
  always_comb                      
    if(ReadMem &&(PC%2==1)) begin
      DataOut = core[DataAddress];
    end 
	else 
      DataOut = 'bZ;            
  always_ff @ (posedge CLK)		  
    if(WriteMem &&(PC%2==1)) begin
      core[DataAddress] <= DataIn;
    end
endmodule
==> design/flow/run.sh <==
#!/bin/bash
# OpenROAD 26Q1-2900-gdf79404cd8, Yosys 0.63+post, stock flow scripts
make -C /OpenROAD-flow-scripts/flow DESIGN_CONFIG=/design/flow/config.mk WORK_HOME=/design/flow/orfs finish
==> flow_summary.ini <==
; flow metrics
[status]
status = finished, final reports clean

[cts]
root_buffer = clkbuf_16
cts.sinks = 2048
cts_buffers = 198
cts_resized = 0
tritoncts = yes
hold_buffers = 0
postCtsSetupBuffers = 0
htreeDepth = 4
cts_max_path_buffers = 3
clk_pin_slew_ns = 0.06

[setup_path]
crit_required_ns = 10.08
cpLargestDelayFamily = buffers and inverters
crit_path_end_kind = output pin
cpMaxStageDelayCell = o41ai_1
max_stage_delay_ns = 0.97
worstPathMaxFanout = 43
crit_start = DataAddress[0]
start_kind = input port
cp.depth = 9
cp_data_arrival_time_ns = 7.35
path_cells = buf_8 > buf_4 > buf_4 > mux4_2 > a22oi_1 > a21oi_1 > o41ai_1 > nand4_1 > clkdlybuf4s50_1
crit_path_frequent_cell = buf_4
setup.worst_path.class = in -> out
cp_num_buf_inv = 4

[finish]
top_regs = core (2048)
comb_area_mm2 = 0.01570
nFillCells = 15650
synthToLayoutAreaGrowth_pct = 12.47
flop_area_mm2 = 0.06150
drive_gt1_share_pct = 24.51
top_register = core
largest_reg_flops = 2048

[die]
core-area_mm2 = 0.1932
chipArea_mm2 = 0.1971
die_h_um = 443.9
rows = 161
die_x_um = 443.9
ios = 40
initCoreUtil_pct = 40.44

[global_route]
grt_remaining_overflow = 0
grt_pass1_wl_um = 268100
grt_max_degree = 121
grt_use_total_pct = 20.75
grt_pass1_vias = 40054
antenna_found_initial = 1

[logic_synthesis]
ys_seq_share_pct = 78.72
top_logic_kind = multiplexers
yosys_area_mm2 = 0.07812
ys_sh_simple_pct = 1.603
ys_cells = 3517
synth_xor_xnor_area_share_pct = 0
synthCells = 3517
ys_ff = 2048
synth.avg_cell_area_um2 = 22.21
adder_share_pct = 0
syn_area_mm2 = 0.07812
yosysWarningCount = 2
aoi_share_pct = 3.639
synth_cell_types = 21
muxShareOfSynthArea_pct = 14.76

[pwr]
p_per_area_mw_per_mm2 = 156.0
p_total_mw = 13.71
peakVddDrop_uv = 146.2
p_leak_nw = 26.31

[sta]
maxSlewHeadroom_pct = 22.51
tightest_slew_ns = 1.147
setup_violations = 0
worst_slack_ns = 2.728
hold_violations = 0
finalCritPeriodShare_pct = 78.35
setup_tns_ns = 0
slew_viol_final = 0
rsz0062_at_grt = no
period_needed_ns = 9.872
fmax_mhz = 101.3

[drt]
post_drt_wl_per_cell_um = 28.79
vias = 35979
drc = 0
drt-initial-drc-count = 2373
wl_um = 182400
viasPerCell = 5.679
ant_nets = 0
drt_pre_antenna_iters = 7

[place]
portBuffers = 26
gp_congestion = 0.8691
hpwl_um = 105300
pre_cts_slack_ns = 2.803

[min_path]
hold_depth = 1
min_from = DataIn[3]
holdCritPathClass = in -> reg

[job]
warnings = 42
cap_violations = 0
-- logic make-up after synthesis --
family | after synthesis
and+or+nand+nor | 316
buffers and inverters | 225
DFF | 2048
muxes | 512
AOI/OAI and AO/OA | 416
-- synthesized netlist by cell type --
cell / n / area (µm²)
nand2b_1: 2 / 12.51
a22oi_1: 256 / 1922
nor2_1: 259 / 972.2
and4_1: 1 / 8.760
clkbuf_1: 143 / 536.8
and2_1: 2 / 12.51
a21oi_1: 128 / 640.6
nor3_1: 1 / 5.000
mux4_2: 512 / 11530
o41ai_1: 32 / 280.3
edfxtp_1: 2048 / 61500
buf_6: 8 / 90.09
nand3_1: 4 / 20.02
buf_2: 39 / 195.2
buf_1: 23 / 86.33
or2_2: 1 / 6.260
nand4_1: 8 / 50.05
nor3b_1: 2 / 15.01
nand2_1: 30 / 112.6
nor2b_1: 6 / 37.54
buf_4: 12 / 90.09
-- placed cells by master, fill, tap and decap left out, types with 3 or more instances in the layout --
cell type	Yosys	routed
a21oi_1	128	128
a22oi_1	256	256
buf_12	0	7
buf_4	12	120
buf_8	0	10
bufinv_16	0	10
clkbuf_1	143	44
clkbuf_16	0	199
clkdlybuf4s50_1	0	16
clkinv_1	0	57
clkinv_16	0	5
clkinv_2	0	35
clkinv_8	0	5
diode_2	0	3
edfxtp_1	2048	2048
inv_16	0	3
mux4_2	512	512
nand2_1	30	13
nand2_2	0	17
nand3_1	4	4
nand4_1	8	8
nor2_1	259	258
nor2b_1	6	4
o41ai_1	32	32
-- per-stage QoR --
stage / hold slack, ns / cells / utilization [%] / area, µm²
finish: 2.145 / 6335 / 45.48 / 87870
global route: 2.139 / 6333 / 45.48 / 87860
detailed placement: 3.008 / 5971 / 42.30 / 81710
global placement: 2.998 / 5971 / 42.30 / 81710
CTS: 2.102 / 6332 / 45.48 / 87860
floorplan: 2.619 / 3517 / - / 78120
-- routing by layer --
metal | share of wire, % | track usage (%) | vias to the layer above
met5 | 0.29 | 1.832 | -
met2 | 48 | 30.17 | 1839
met3 | 15 | 13.48 | 299
li1 | - | - | 15252
met1 | 34 | 27.22 | 18579
met4 | 3.2 | 5.564 | 10
-- area by class of cell --
class,count,area share [%]
Antenna cell,3,0.008544
Clock buffer,243,5.855
Clock inverter,118,1.145
Multi-Input combinational cell,1244,17.87
Sequential cell,2048,69.99
Tap cell,2526,3.597
Timing Repair Buffer,153,1.538
-- final timing paths --
kind                                 end
setup / recovery              DataOut[4]
hold / removal    core[248][3]$_DFFE_PP_
-- where the power goes --
group | switching [mW] | internal [mW] | total, mW | leakage, nW
clock network | 2.49 | 3.11 | 5.61 | 3.00
logic | 0.388 | 0.212 | 0.601 | 4.91
registers | 0.00160 | 7.50 | 7.50 | 18.4
total | 2.88 | 10.8 | 13.7 | 26.3
Power and IR drop assume default switching activity.
